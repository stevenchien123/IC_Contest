==> /design/flow/design.v <==
`timescale 1ns/10ps
module  CONV(
	input		             clk,
	input		             reset,
	output reg	             busy,	
	input		             ready,	
	output reg        [11:0] iaddr,
	input signed      [19:0] idata,	
	output reg 	             cwr,
	output reg        [11:0] caddr_wr,
	output reg signed [19:0] cdata_wr,
	output reg 	             crd,
	output reg        [11:0] caddr_rd,
	input signed      [19:0] cdata_rd,
	output reg        [2:0]  csel
	);
parameter IDLE         = 4'd0;
parameter READ_CONV_0  = 4'd1;
parameter WRITE_CONV_0 = 4'd2;
parameter READ_CONV_1  = 4'd3;
parameter WRITE_CONV_1 = 4'd4;
parameter READ_MAX_0   = 4'd5;
parameter WRITE_MAX_0  = 4'd6;
parameter READ_MAX_1   = 4'd7;
parameter WRITE_MAX_1  = 4'd8;
parameter READ_FLAT_0  = 4'd9;
parameter WRITE_FLAT_0 = 4'd10;
parameter READ_FLAT_1  = 4'd11;
parameter WRITE_FLAT_1 = 4'd12;
parameter FINISH       = 4'd13;
reg         [3:0] cur_state;
reg         [3:0] nxt_state;
reg         [5:0] x;
reg         [5:0] y;
reg         [5:0] x_wr;
reg         [5:0] y_wr;
wire        [5:0] x_before;
wire        [5:0] x_after;
wire        [5:0] y_before;
wire        [5:0] y_after;
reg         [3:0] counter;
reg signed  [19:0] kernal;
reg signed  [19:0] bias;
reg signed  [43:0] conv_value;	 
wire signed [20:0] round_value;
always @(*) begin
	case (cur_state)
		IDLE: begin
			if(ready)
				nxt_state = READ_CONV_0;
			else
				nxt_state = IDLE;
		end
		READ_CONV_0: begin
			if(counter == 4'd11)			 
				nxt_state = WRITE_CONV_0;
			else
				nxt_state = READ_CONV_0;
		end
		WRITE_CONV_0: begin
			if(x == 6'd63 && y == 6'd63)
				nxt_state = READ_CONV_1;
			else
				nxt_state = READ_CONV_0;
		end
		READ_CONV_1: begin
			if(counter == 4'd11)
				nxt_state = WRITE_CONV_1;
			else
				nxt_state = READ_CONV_1;
		end
		WRITE_CONV_1: begin
			if(x == 6'd63 && y == 6'd63)
				nxt_state = READ_MAX_0;
			else
				nxt_state = READ_CONV_1;
		end
		READ_MAX_0: begin
			if(counter == 4'd4)
				nxt_state = WRITE_MAX_0;
			else
				nxt_state = READ_MAX_0;
		end
		WRITE_MAX_0: begin
			if(x == 6'd62 && y == 6'd62)
				nxt_state = READ_MAX_1;
			else
				nxt_state = READ_MAX_0;
		end
		READ_MAX_1: begin
			if(counter == 4'd4)
				nxt_state = WRITE_MAX_1;
			else
				nxt_state = READ_MAX_1;
		end
		WRITE_MAX_1: begin
			if(x == 6'd62 && y == 6'd62)
				nxt_state = READ_FLAT_0;
			else
				nxt_state = READ_MAX_1;
		end
		READ_FLAT_0: begin
			if(counter == 4'd1)
				nxt_state = WRITE_FLAT_0;
			else
				nxt_state = READ_FLAT_0;
		end
		WRITE_FLAT_0: begin
			if(x_wr == 6'd62 && y_wr == 6'd31)
				nxt_state = READ_FLAT_1;
			else
				nxt_state = READ_FLAT_0;
		end
		READ_FLAT_1: begin
			if(counter == 4'd1)
				nxt_state = WRITE_FLAT_1;
			else
				nxt_state = READ_FLAT_1;
		end
		WRITE_FLAT_1: begin
			if(x_wr == 6'd62 && y_wr == 6'd31)
				nxt_state = FINISH;
			else
				nxt_state = READ_FLAT_1;
		end
		FINISH: begin
			nxt_state = FINISH;
		end
		default:  begin
			nxt_state = IDLE;
		end
	endcase
end
always @(posedge clk or posedge reset) begin
	if(reset)
		cur_state <= IDLE;
	else
		cur_state <= nxt_state;
end
always @(*) begin
	case (cur_state)
		READ_CONV_0: begin
			case(counter)
				4'd2:
					kernal = 20'h0A89E;
				4'd3:
					kernal = 20'h092D5;
				4'd4:
					kernal = 20'h06D43;
				4'd5:
					kernal = 20'h01004;
				4'd6:
					kernal = 20'hF8F71;
				4'd7:
					kernal = 20'hF6E54;
				4'd8:
					kernal = 20'hFA6D7;
				4'd9:
					kernal = 20'hFC834;
				4'd10:
					kernal = 20'hFAC19;
				default:
					kernal = 20'd0;
			endcase
		end
		READ_CONV_1: begin
			case(counter)
				4'd2:
					kernal = 20'hFDB55;
				4'd3:
					kernal = 20'h02992;
				4'd4:
					kernal = 20'hFC994;
				4'd5:
					kernal = 20'h050FD;
				4'd6:
					kernal = 20'h02F20;
				4'd7:
					kernal = 20'h0202D;
				4'd8:
					kernal = 20'h03BD7;
				4'd9:
					kernal = 20'hFD369;
				4'd10:
					kernal = 20'h05E68;
				default:
					kernal = 20'd0;
			endcase
		end
		default: begin
			kernal = 20'd0;
		end
	endcase
end
always @(*) begin
	case (cur_state)
		READ_CONV_0: begin
			bias = 20'h01310;
		end
		READ_CONV_1: begin
			bias = 20'hF7295;
		end
		default: begin
			bias = 20'd0;
		end
	endcase
end
always @(posedge clk or posedge reset) begin
	if(reset)
		x <= 6'd0;
	else if(cur_state == WRITE_CONV_0 || cur_state == WRITE_CONV_1)								 
	begin
		if(x == 6'd63)
			x <= 6'd0;
		else
			x <= x + 6'd1;
	end
	else if(cur_state == WRITE_MAX_0  || cur_state == WRITE_MAX_1 ||
			cur_state == WRITE_FLAT_0 || cur_state == WRITE_FLAT_1)								 
	begin
		if(x == 6'd62)
			x <= 6'd0;
		else
			x <= x + 6'd2;
	end
end
always @(posedge clk or posedge reset) begin
	if(reset)
		y <= 6'd0;
	else if(cur_state == WRITE_CONV_0 || cur_state == WRITE_CONV_1)								 
	begin
		if(x == 6'd63)
			y <= y + 6'd1;
	end
	else if(cur_state == WRITE_MAX_0  || cur_state == WRITE_MAX_1 ||
			cur_state == WRITE_FLAT_0 || cur_state == WRITE_FLAT_1)								 
	begin
		if(x == 6'd62)
			y <= y + 6'd2;
	end
end
always @(posedge clk or posedge reset) begin
	if(reset)
		x_wr <= 6'd0;
	else if(cur_state == WRITE_FLAT_0 || cur_state == WRITE_FLAT_1) begin
		if(x_wr == 6'd62)
			x_wr <= 6'd0;
		else
			x_wr <= x_wr + 6'd2;
	end
end
always @(posedge clk or posedge reset) begin
	if(reset)
		y_wr <= 6'd0;
	else if(cur_state == WRITE_FLAT_0 || cur_state == WRITE_FLAT_1) begin
		if(x_wr == 6'd62)
			y_wr <= y_wr + 6'd1;
		else if(y_wr == 6'd31 && x_wr == 6'd62)
			y_wr <= 6'd0;
	end
end
always @(posedge clk or posedge reset) begin
	if(reset)
		counter <= 4'd0;
	else if(ready)
		counter <= 4'd0;
	else if(cur_state == WRITE_CONV_0 || cur_state == WRITE_CONV_1 ||							 
	        cur_state == WRITE_MAX_0  || cur_state == WRITE_MAX_1  ||
			cur_state == WRITE_FLAT_0 || cur_state == WRITE_FLAT_1)
		counter <= 4'd0;
	else
		counter <= counter + 4'd1;
end
always @(posedge clk or posedge reset) begin
	if(reset)
		busy <= 1'd0;
	else if(cur_state == FINISH)
		busy <= 1'd0;
	else if(ready)
		busy <= 1'd1;
end
always @(posedge clk or posedge reset) begin
	if(reset)
		iaddr <= 12'd0;
	else if(cur_state == READ_CONV_0 || cur_state == READ_CONV_1) begin
		case(counter)
			4'd0:
				iaddr <= {y_before, x_before};
			4'd1:
				iaddr <= {y_before, x};
			4'd2:
				iaddr <= {y_before, x_after};
			4'd3:
				iaddr <= {y, x_before};
			4'd4:
				iaddr <= {y, x};
			4'd5:
				iaddr <= {y, x_after};
			4'd6:
				iaddr <= {y_after, x_before};
			4'd7:
				iaddr <= {y_after, x};
			4'd8:
				iaddr <= {y_after, x_after};
		endcase
	end
end
always @(posedge clk or posedge reset) begin
	if(reset)
		crd <= 1'd0;
	else if(cur_state == READ_CONV_0 || cur_state == READ_CONV_1 ||
	        cur_state == READ_MAX_0  || cur_state == READ_MAX_1  ||
			cur_state == READ_FLAT_0 || cur_state == READ_FLAT_1)
		crd <= 1'd1;
end
always @(posedge clk or posedge reset) begin
	if(reset)
		caddr_rd <= 12'd0;
	else if (cur_state == READ_MAX_0 || cur_state == READ_MAX_1) begin
		case(counter)
			4'd0:
				caddr_rd <= {y, x};
			4'd1:
				caddr_rd <= {y, x_after};
			4'd2:
				caddr_rd <= {y_after, x};
			4'd3:
				caddr_rd <= {y_after, x_after};
		endcase
	end
	else if(cur_state == READ_FLAT_0 || cur_state == READ_FLAT_1) begin
		caddr_rd <= {y[5:1], x[5:1]};
	end
end
always @(posedge clk or posedge reset) begin
	if(reset)
		caddr_wr <= 12'd0;
	else if(cur_state == WRITE_CONV_0 || cur_state == WRITE_CONV_1)
		caddr_wr <= {y, x};
	else if(cur_state == WRITE_MAX_0  || cur_state == WRITE_MAX_1)
		caddr_wr <= {y[5:1], x[5:1]};
	else if(cur_state == WRITE_FLAT_0)
		caddr_wr <= {y_wr, x_wr};
	else if(cur_state == WRITE_FLAT_1)
		caddr_wr <= {y_wr, x_wr} + 12'd1;
end
reg signed [19:0] idataTemp;
wire signed [43:0] mulTemp;
assign mulTemp = idataTemp * kernal;
always @(posedge clk or posedge reset) begin
	if(reset)
		conv_value <= 44'd0;
	else if(cur_state == READ_CONV_0 || cur_state == READ_CONV_1) begin
		idataTemp <= idata;
		case(counter)
			4'd2:
				if(x != 6'd0 && y != 6'd0)
					conv_value <= conv_value + mulTemp;
			4'd3:
				if(y != 6'd0)
					conv_value <= conv_value + mulTemp;
			4'd4:
				if(x != 6'd63 && y != 6'd0)
					conv_value <= conv_value + mulTemp;
			4'd5:
				if(x != 6'd0)
					conv_value <= conv_value + mulTemp;
			4'd6:
					conv_value <= conv_value + mulTemp;
			4'd7:
				if(x != 6'd63)
					conv_value <= conv_value + mulTemp;
			4'd8:
				if(x != 6'd0 && y != 6'd63)
					conv_value <= conv_value + mulTemp;
			4'd9:
				if(y != 6'd63)
					conv_value <= conv_value + mulTemp;
			4'd10:
				if(x != 6'd63 && y != 6'd63)
					conv_value <= conv_value + mulTemp;
			4'd11:															 
					conv_value <= conv_value + {bias, 16'd0};				 
		endcase
	end
	else if(cur_state == WRITE_CONV_0 || cur_state == WRITE_CONV_1) begin
		conv_value <= 44'd0;
	end
end
always @(posedge clk or posedge reset) begin
	if(reset)
		cdata_wr <= 20'd0;
	else if(cur_state == WRITE_CONV_0 || cur_state == WRITE_CONV_1) begin
		if(round_value[20])
			cdata_wr <= 20'd0;
		else
			cdata_wr <= round_value[20:1];
	end
	else if(cur_state == READ_MAX_0  || cur_state == READ_MAX_1) begin
		if(counter == 4'd1)
			cdata_wr <= cdata_rd;
		else
			cdata_wr <= (cdata_wr > cdata_rd)? cdata_wr : cdata_rd;
	end
	else if(cur_state == WRITE_FLAT_0 || cur_state == WRITE_FLAT_1)
		cdata_wr <= cdata_rd;
end
always @(posedge clk or posedge reset) begin
	if(reset)
		csel <= 3'd0;
	else if(cur_state == WRITE_CONV_0 || cur_state == READ_MAX_0)
		csel <= 3'd1;
	else if(cur_state == WRITE_CONV_1 || cur_state == READ_MAX_1)
		csel <= 3'd2;
	else if(cur_state == WRITE_MAX_0  || cur_state == READ_FLAT_0)
		csel <= 3'd3;
	else if(cur_state == WRITE_MAX_1  || cur_state == READ_FLAT_1)
		csel <= 3'd4;
	else if(cur_state == WRITE_FLAT_0 || cur_state == WRITE_FLAT_1)
		csel <= 3'd5;
end
always @(posedge clk or posedge reset) begin
	if(reset)
		cwr <= 1'd0;
	else if(cur_state == WRITE_CONV_0 || cur_state == WRITE_CONV_1 ||
	        cur_state == WRITE_MAX_0  || cur_state == WRITE_MAX_1  ||
			cur_state == WRITE_FLAT_0 || cur_state == WRITE_FLAT_1)
		cwr <= 1'd1;
	else
		cwr <= 1'd0;
end
assign x_before = x - 6'd1;
assign x_after  = x + 6'd1;
assign y_before = y - 6'd1;
assign y_after  = y + 6'd1;
assign round_value = conv_value[35:15] + 21'd1;
endmodule
==> /design/flow/run.sh <==
#!/bin/bash
# OpenROAD 26Q1-2900-gdf79404cd8, Yosys 0.63+post, stock flow scripts
make -C /OpenROAD-flow-scripts/flow DESIGN_CONFIG=/design/flow/config.mk WORK_HOME=/design/flow/orfs finish
==> /design/flow/config.mk <==
export PLATFORM = sky130hd
export DESIGN_NAME = CONV
export DESIGN_NICKNAME = CONV
export VERILOG_FILES = /design/flow/design.v
export SDC_FILE = /design/flow/constraint.sdc
export NUM_CORES = 4
export LEC_CHECK = 1
export CORE_UTILIZATION = 40
==> /design/flow/constraint.sdc <==
current_design CONV

set clk_period 12.3
set clk_io_pct 0.2

create_clock -name clk0 -period $clk_period [get_ports {clk}]

set non_clock_inputs [all_inputs -no_clocks]
set_input_delay [expr $clk_period * $clk_io_pct] -clock clk0 $non_clock_inputs
set_output_delay [expr $clk_period * $clk_io_pct] -clock clk0 [all_outputs]
==> results.ini <==
[layout]
final_common_cell=inv_1
drive_above_1_share_pct=3.67
syn_to_final_growth_pct=10.0
layout_top_cells=711 x inv_1, 420 x fa_1, 387 x nand2_1, 184 x ha_1, 148 x o21ai_0
fin_area_um2=28100

[clock_network]
htreeDepth=4
cts_tree=yes
cts_resized=0
cts_setup_buffers=0
cts_max_path_buffers=2
cts_root_buffer=clkbuf_16
numCtsBuffers=17
hold_buffers=0
clkSinkCount=159
clock_latency_ns=0.48
clk_pin_slew_ns=0.09

[setup_path]
slowest_stage=nand2_1
rrSetupSlack_ns=3.16
cp_num_buf_inv=5
required_ns=12.67
crit_cells=29
rr_worst_depth=29
r2r_end=conv_value[25]$_DFFE_PP0P_
rr_startpoint=counter[0]$_DFF_PP0_
endpoint_kind=flop
critPathLaunch=counter[0]$_DFF_PP0_
path_class=reg2reg
worst-endpoint-arrival_ns=9.51
crit_fanout=20
cp_top_family=adder cells
crit_top_cell=fa_1
cpPeakStageDelay_ns=0.63
critPathLaunchType=flop

[status]
status=finished, final reports clean

[hold_path]
worstHoldStart=cur_state[10]$_DFF_PP0_
whs_endpoint=busy$_DFFE_PP0P_
hold_path.class=reg2reg
holdPathStages=1

[yosys]
ys_cells=2979
synth_chip_area_um2=25600
ys.flops=159
largest_area_cell=fa_1
postSynthCellCount=2979
netlist_area_um2=25600
synth_seq_share_pct=16.0
ff_type=dfrtp_1
synth_warnings=1
avgSynthCellArea_um2=8.58
yosys.area.top_type_share_pct=32.9
synth.distinct_cells=76
area_leaders=fa_1 33%, dfrtp_1 14%, inv_1 10%
synth-edff-count=20
synthArstFlopShare_pct=87.4

[drt]
drtIter0Drc=860
route.detailed.drc=0
routed_wl_um=61700
dr.pass1.iters=5
viasPerCell=4.93
vias=19066
drtAntennaViolNets=0
drt-wirelength-per-cell_um=15.9
diodes=0

[final_timing]
finalSetupViolations=0
finalCritPeriodShare_pct=74.3
layout_setup_ws_ns=3.16
rsz0062_at_grt=false
fin_tns_setup_ns=0
fin_worst_skew_ns=0.0186
final_hold_viol_count=0
fin_crit_ns=9.14
tightest_slew_ns=0.939
slew_viol_final=0
relSlewSlack_pct=37.3
max_freq_mhz=109

[job]
warnings=46
drv_cap=0

[floorplan]
fp_util_pct=40.5
fp-row-count=92
die_h_um=255
core_um2=63100
dieArea_um2=64900
die_x_um=255
io-pin-count=105

[place]
place_ws_ns=3.22
dp_hpwl_um=49500
place_area_um2=27500
io_buffers=104
gp_congestion=0.938

[global_routing]
gr-total-overflow=0
antenna_found_initial=1
grt_usage_pct=21.3
grt_max_degree=66
grt_pass1_vias=19697
grt_first_pass_wirelength_um=103000

[pwr]
power_leakage_uw=0.0142
vdd_drop_max_v=0.0000815
p_per_area_nw_per_um2=42.0

[per-layer routing]
layer  up-vias  wire length, um  global-route usage (%)
met5         -                0                       0
li1       9221                -                       -
met3        64             3480                    5.14
met2       466            30300                    34.2
met4         0             1250                    3.47
met1      9315            26700                    31.1
[how the worst max path moves through the flow]
stage / endpoint / slack (ns)
5_1_grt: conv_value[27]$_DFFE_PP0P_ / 2.63
4_1_cts: conv_value[25]$_DFFE_PP0P_ / 3.21
6_report: conv_value[25]$_DFFE_PP0P_ / 3.16
[where the power goes]
| group | total (uW) | internal (uW) | switching (uW) |
|---|---|---|---|
| registers | 534 | 532 | 1.71 |
| logic | 89.1 | 34.8 | 54.3 |
| clock network | 559 | 276 | 283 |
[worst reg2reg max path, delay by kind of cell, from the launching register on]
kind                     cells  cell delay (ns)
buffers and inverters        5             0.43
AND-OR/OR-AND               10             2.12
adder cells (fa/ha/maj)      9             4.34
flip-flops                   1             0.52
AND/OR/NAND/NOR              5             1.63
[cells in the mapped netlist, types with 20 or more instances]
cell type,count
inv_1,712
fa_1,420
nand2_1,387
ha_1,184
o21ai_0,153
dfrtp_1,138
and2_1,129
clkbuf_1,129
nor2_1,109
a21oi_1,103
xnor2_1,63
nand3_1,37
nor3_1,32
xor2_1,32
mux2i_1,30
nand2b_1,23
edfxtp_1,20
[layout make-up]
cell class / instances / area (um2)
clock inverter: 15 / 180
tap: 846 / 1060
clock buffer: 17 / 425
fill: 6272 / 34900
multi-input combinational: 1965 / 18300
sequential: 159 / 4080
timing repair buffer: 156 / 1430
inverter: 713 / 2680
[cell families (layout without fill, tap and decap cells)]
group                      count (synthesis)  count (layout)  synth area share [%]
buffers and inverters                    855             901                  12.6
and+or+nand+nor                          805             805                  14.6
adders and majority gates                604             604                  41.9
AOI/OAI and AO/OA                        428             428                  10.4
DFF                                      159             159                  16.0
xor gates and xnor gates                  95              95                  3.25
muxes                                     33              33                  1.31
[state kept, by name (all words and copies together), names as in the netlist]
name / count
y_wr: 6
cwr: 1
crd: 1
conv_value: 36
y: 6
cdata_wr: 20
idataTemp: 20
x_wr: 5
counter: 4
caddr_rd: 12
busy: 1
caddr_wr: 12
x: 6
iaddr: 12
csel: 3
cur_state: 14
[metrics by stage]
step / instances / utilization [%] / power [uW] / hold slack (ns)
finish: 3871 / 44.6 / 1180 / 0.447
global route: 3871 / 44.6 / 1230 / 0.462
CTS: 3871 / 44.6 / 1210 / 0.447
detailed placement: 3839 / 43.6 / 633 / 0.422
global placement: 3839 / 43.6 / 634 / 0.421
floorplan: 2979 / - / 598 / 0.397
Power and IR drop assume default switching activity.
