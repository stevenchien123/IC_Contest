### config.mk
export PLATFORM = sky130hd
export DESIGN_NAME = JAM
export DESIGN_NICKNAME = JAM
export VERILOG_FILES = /design/flow/design.v
export SDC_FILE = /design/flow/constraint.sdc
export NUM_CORES = 4
export LEC_CHECK = 1
export CORE_UTILIZATION = 40
### constraint.sdc
current_design JAM

set clk_period 3.5
set clk_io_pct 0.2

create_clock -name clk0 -period $clk_period [get_ports {CLK}]

set non_clock_inputs [all_inputs -no_clocks]
set_input_delay [expr $clk_period * $clk_io_pct] -clock clk0 $non_clock_inputs
set_output_delay [expr $clk_period * $clk_io_pct] -clock clk0 [all_outputs]
### design.v
module JAM (
input CLK,
input RST,
output reg [2:0] W,
output reg [2:0] J,
input [6:0] Cost,
output reg [3:0] MatchCount,
output reg [9:0] MinCost,
output reg Valid );
parameter IDLE       = 4'd0;
parameter CAL1       = 4'd1;     
parameter CAL2       = 4'd2;     
parameter CAL3       = 4'd3;     
parameter CAL4       = 4'd4;     
parameter UPT_ASSIGN = 4'd5;     
parameter FINISH     = 4'd6;
reg [3:0] current_state;     
reg [3:0] next_state;
reg [2:0] cur_seq [7:0];     
reg [3:0] counter_cost;
reg [9:0] cost_sum;
reg [2:0] nxt_seq [7:0];     
reg [2:0] counter_seq;
reg [2:0] switch_point_index;
reg [2:0] switch_point_min_index;
reg       flag;				 
always @(*) begin
    case (current_state)
        IDLE:
            if(RST) next_state = IDLE;
            else    next_state = CAL1;
        CAL1:
            next_state = CAL2;
        CAL2:
            if(counter_seq == switch_point_index - 1)
                next_state = CAL3;
            else
                next_state = CAL2;
        CAL3:
            next_state = CAL4;
        CAL4:
            if(counter_cost == 4'd8)
                next_state = UPT_ASSIGN;
            else
                next_state = CAL4;
        UPT_ASSIGN:
            if(cur_seq[0] == 3'd0 && cur_seq[1] == 3'd1 && cur_seq[2] == 3'd2
            && cur_seq[3] == 3'd3 && cur_seq[4] == 3'd4 && cur_seq[5] == 3'd5
            && cur_seq[6] == 3'd6 && cur_seq[7] == 3'd7)
                 next_state = FINISH;
            else next_state = CAL1;
        FINISH:
            next_state = FINISH;
        default:
            next_state = IDLE;
    endcase
end
always @(posedge CLK) begin
    if(RST) current_state <= IDLE;
    else    current_state <= next_state;
end
always @(posedge CLK) begin
    if(RST) begin
        cur_seq[0] <= 3'd7;
        cur_seq[1] <= 3'd6;
        cur_seq[2] <= 3'd5;
        cur_seq[3] <= 3'd4;
        cur_seq[4] <= 3'd3;
        cur_seq[5] <= 3'd2;
        cur_seq[6] <= 3'd1;
        cur_seq[7] <= 3'd0;
        nxt_seq[0] <= 3'd7;
        nxt_seq[1] <= 3'd6;
        nxt_seq[2] <= 3'd5;
        nxt_seq[3] <= 3'd4;
        nxt_seq[4] <= 3'd3;
        nxt_seq[5] <= 3'd2;
        nxt_seq[6] <= 3'd1;
        nxt_seq[7] <= 3'd0;
        switch_point_index       <= 3'd0;
        switch_point_min_index   <= 3'd0;
    end
    else begin
        case (current_state)
            CAL1: begin                                  
                if(nxt_seq[0] > nxt_seq[1]) begin
                    switch_point_index     <= 3'd1;
                    switch_point_min_index <= 3'd0;      
                end
                else if(nxt_seq[1] > nxt_seq[2]) begin
                    switch_point_index     <= 3'd2;
                    switch_point_min_index <= 3'd1;
                end
                else if(nxt_seq[2] > nxt_seq[3]) begin
                    switch_point_index     <= 3'd3;
                    switch_point_min_index <= 3'd2;
                end
                else if(nxt_seq[3] > nxt_seq[4]) begin
                    switch_point_index     <= 3'd4;
                    switch_point_min_index <= 3'd3;
                end
                else if(nxt_seq[4] > nxt_seq[5]) begin
                    switch_point_index     <= 3'd5;
                    switch_point_min_index <= 3'd4;
                end
                else if(nxt_seq[5] > nxt_seq[6]) begin
                    switch_point_index     <= 3'd6;
                    switch_point_min_index <= 3'd5;
                end
                else if(nxt_seq[6] > nxt_seq[7]) begin
                    switch_point_index     <= 3'd7;
                    switch_point_min_index <= 3'd6;
                end
            end
            CAL2: begin                                  
                if(nxt_seq[counter_seq] < nxt_seq[switch_point_min_index] &&
                   nxt_seq[counter_seq] > nxt_seq[switch_point_index])
                    switch_point_min_index <= counter_seq;
            end
            CAL3: begin                                  
                nxt_seq[switch_point_index]     <= nxt_seq[switch_point_min_index];
                nxt_seq[switch_point_min_index] <= nxt_seq[switch_point_index];
            end
            CAL4: begin                                  
                if (flag == 1'd0) begin
                    if(switch_point_index == 3'd2) begin
                        nxt_seq[1] <= nxt_seq[0];
                        nxt_seq[0] <= nxt_seq[1];
                    end
                    else if(switch_point_index == 3'd3) begin
                        nxt_seq[2] <= nxt_seq[0];
                        nxt_seq[0] <= nxt_seq[2];
                    end
                    else if(switch_point_index == 3'd4) begin
                        nxt_seq[3] <= nxt_seq[0];
                        nxt_seq[0] <= nxt_seq[3];
                        nxt_seq[2] <= nxt_seq[1];
                        nxt_seq[1] <= nxt_seq[2];
                    end
                    else if(switch_point_index == 3'd5) begin
                        nxt_seq[4] <= nxt_seq[0];
                        nxt_seq[0] <= nxt_seq[4];
                        nxt_seq[3] <= nxt_seq[1];
                        nxt_seq[1] <= nxt_seq[3];
                    end
                    else if(switch_point_index == 3'd6) begin
                        nxt_seq[5] <= nxt_seq[0];
                        nxt_seq[0] <= nxt_seq[5];
                        nxt_seq[4] <= nxt_seq[1];
                        nxt_seq[1] <= nxt_seq[4];
                        nxt_seq[3] <= nxt_seq[2];
                        nxt_seq[2] <= nxt_seq[3];
                    end
                    else if(switch_point_index == 3'd7) begin
                        nxt_seq[6] <= nxt_seq[0];
                        nxt_seq[0] <= nxt_seq[6];
                        nxt_seq[5] <= nxt_seq[1];
                        nxt_seq[1] <= nxt_seq[5];
                        nxt_seq[4] <= nxt_seq[2];
                        nxt_seq[2] <= nxt_seq[4];
                    end
                end
            end
            UPT_ASSIGN: begin
                cur_seq[0] <= nxt_seq[0];
                cur_seq[1] <= nxt_seq[1];
                cur_seq[2] <= nxt_seq[2];
                cur_seq[3] <= nxt_seq[3];
                cur_seq[4] <= nxt_seq[4];
                cur_seq[5] <= nxt_seq[5];
                cur_seq[6] <= nxt_seq[6];
                cur_seq[7] <= nxt_seq[7];
            end
            default:                                     
                nxt_seq[0] <= nxt_seq[0];
        endcase
    end
end
always @(posedge CLK) begin
    if(RST)
        cost_sum <= 10'd0;
    else begin
        if(counter_cost == 4'd0)
            cost_sum <= 10'd0;
        else
            cost_sum <= cost_sum + Cost;
    end
end
always @(posedge CLK) begin
    if(RST)
        counter_cost <= 3'd0;
    else if(current_state == UPT_ASSIGN)     
        counter_cost <= 3'd0;
    else
        counter_cost <= counter_cost + 3'd1;
end
always @(*) begin
    W = counter_cost;
end
always @(*) begin
    J = cur_seq[counter_cost];
end
always @(posedge CLK) begin
    if(RST) begin
        MinCost    <= 10'b1111111111;
        MatchCount <= 4'd0;
    end
    else begin
        if(current_state == UPT_ASSIGN) begin
            if(MinCost > cost_sum) begin
                MinCost    <= cost_sum;
                MatchCount <= 4'd1;
            end
            else if(MinCost == cost_sum) begin
                MatchCount <= MatchCount + 4'd1;
            end
        end
    end
end
always @(posedge CLK) begin
    if(RST)
        counter_seq <= 3'd0;
    else if (current_state == CAL2)
        counter_seq <= counter_seq + 3'd1;
    else
        counter_seq <= 3'd0;
end
always @(posedge CLK) begin
    if(RST)
        flag <= 1'd0;
    else if(current_state == CAL4)
        flag <= 1'd1; 
    else
        flag <= 1'd0;
end
always @(posedge CLK) begin
    if(RST) Valid <= 1'd0;
    else begin
        if(current_state == FINISH)
            Valid <= 1'd1;
    end
end
endmodule
### run.sh
#!/bin/bash
# OpenROAD 26Q1-2900-gdf79404cd8, Yosys 0.63+post, stock flow scripts
make -C /OpenROAD-flow-scripts/flow DESIGN_CONFIG=/design/flow/config.mk WORK_HOME=/design/flow/orfs finish
==> results.json <==
{
  "outcome": "completed",
  "synth_warnings": 2,
  "cp_data_required_time_ns": 3.74,
  "drt_iter0_markers": 608,
  "leakage_uw": 0.00292,
  "clk_latency_ns": 0.35,
  "finalWirelength_um": 21100,
  "grt.total_usage": 0.256,
  "die_y_um": 132,
  "port_buffers": 29,
  "p_per_area_nw_per_um2": 365,
  "finalHoldViolCount": 0,
  "tns_ns": 0,
  "hold_buffers": 0,
  "antenna_found_initial": 0,
  "worstPathMaxFanout": 9,
  "p_int_uw": 2010,
  "grt_pass1_vias": 5650,
  "cap_violations": 0,
  "drive_above_1_share": 0.103,
  "grt_max_degree": 34,
  "largest_area_cell": "dfxtp_1",
  "cts_buffer_depth": 2,
  "rows": 47,
  "ff_type": "dfxtp_1",
  "area_delta_synth_final_pct": 14.0,
  "top_cell_area_share": 0.225,
  "final_cells": 1008,
  "synthTopCellsByArea": "dfxtp_1, edfxtp_1, ha_1",
  "fin_ws_ns": 0.219,
  "warning_count": 33,
  "top_cell": "dfxtp_1",
  "postRouteAntennaNets": 0,
  "num_io_pins": 30,
  "cts_root_buf": "clkbuf_16",
  "dp_cells": 992,
  "core-area_um2": 16600,
  "relSlewSlack": 0.409,
  "pwr-share-clk": 0.361,
  "post-place-ws_ns": 0.269,
  "async_flop_share": 0,
  "hp-class": "reg -> reg",
  "viasPerCell": 5.95,
  "cts_sinks": 100,
  "endpoint_kind": "flop",
  "drc": 0,
  "gp_congestion": 1.01,
  "netSwitchingFraction": 0.288,
  "synthTopCellsByCount": "dfxtp_1, nor2_1, nand2_1",
  "clk_pin_slew_worst_paths_ns": 0.07,
  "power_frac_comb": 0.181,
  "period_needed_ns": 3.28,
  "grt_pass1_wl_um": 33100,
  "antenna_cells": 0,
  "synth_area_um2": 6770,
  "power_frac_seq": 0.459,
  "fmax_mhz": 305,
  "ys.flops": 100,
  "cp-start-kind": "flop",
  "finalClockPeriodUsage": 0.937,
  "synth-edff-count": 24,
  "maxSlewViolCount": 0,
  "wl_per_cell_um": 21.0,
  "crit_type": "reg -> reg",
  "cts_made_buffers": 9,
  "chip_area_um2": 17500,
  "cts_resized": 0,
  "power_switching_uw": 811,
  "dp.final_hpwl_um": 15900,
  "seq_area_frac_synth": 0.331,
  "cts_tree": "done",
  "initCoreUtil": 0.408,
  "peakVddDrop_v": 0.000220,
  "globalRouteOverflowTotal": 0,
  "fin_worst_skew_ns": 0.00772,
  "arrival_ns": 3.52,
  "ys_cells": 747,
  "avgSynthCellArea_um2": 9.06,
  "tightest_slew_ns": 0.881,
  "ys_area_um2": 6770,
  "vias": 6002,
  "synthCells": 747,
  "setup_viol": 0,
  "report.power.total_uw": 2820,
  "ys_types": 69,
  "cts_setup_buffers": 0,
  "rsz0062_at_grt": "false",
  "htreeDepth": 3,
  "die_w_um": 132,
  "first_pass_iters": 5
}
## critical path: stages, from the launching register on
cell and delay (ns):
edfxtp_1 0.61, mux4_1 0.57, mux2_2 0.30, ha_1 0.32, a21oi_1 0.15, nand2_1 0.06
a311o_1 0.35, a221oi_4 0.41, nor2_1 0.07, a311oi_1 0.32
## power groups by stage
stage	Combinational (uW)	Clock (uW)	Sequential, uW
after CTS	504	1020	1290
after global routing	562	1080	1300
final	509	1020	1290
## layout make-up
type                            instances  area, um^2
Fill cell                            1589        8860
Multi-Input combinational cell        552        4140
Sequential cell                       100        2240
Timing Repair Buffer                   65         561
Tap cell                              220         275
Clock buffer                           10         229
Inverter                               55         206
Clock inverter                          6        67.6
## kinds of logic after synthesis
family / synth area share
and+or+nand+nor: 0.172
xor gates and xnor gates: 0.0142
adders and majority gates: 0.106
AOI/OAI and AO/OA: 0.172
buffers and inverters: 0.0573
DFF: 0.331
muxes: 0.147
## routing by layer
| layer | global-route usage | wire length [um] |
|---|---|---|
| met5 | 0 | 0 |
| met4 | 0.0530 | 546 |
| met3 | 0.0817 | 2220 |
| met2 | 0.370 | 9000 |
| met1 | 0.385 | 9380 |
## path summary, 6_finish.rpt
path / start / to / slack (ns) / depth (start not counted)
max: nxt_seq[4][2] / flop / 0.22 / 9
max reg2reg: nxt_seq[4][2] / flop / 0.22 / 9
min reg2reg: current_state[0] / current_state[4] / 0.46 / 2
min: current_state[0] / current_state[4] / 0.46 / 2
## flip-flops by register name (all words and copies together), names as in the netlist, named ones only
register,flops
MatchCount,4
counter_seq,3
current_state,7
switch_point_index,3
switch_point_min_index,3
MinCost,10
counter_cost,4
nxt_seq,24
Valid,1
flag,1
cost_sum,10
cur_seq,24
## metrics by stage
step	hold slack, ns	instance area, um^2	util
2_1_floorplan	0.413	6770	-
3_3_place_gp	0.417	7430	0.448
3_5_place_dp	0.432	7430	0.448
4_1_cts	0.468	7720	0.466
5_1_grt	0.474	7720	0.466
6_report	0.459	7720	0.466
## layout by cell type (no fill, tap or decap), drive strengths merged, types with 10 or more instances in the layout
cell type | Yosys | layout
nor2b | 13 | 13
o21ai | 36 | 36
nor3 | 14 | 14
mux2i | 47 | 47
buf | 13 | 36
a211oi | 10 | 10
mux4 | 18 | 18
inv | 55 | 58
clkdlybuf4s50 | 0 | 29
ha | 56 | 56
nor2 | 71 | 71
nand3 | 28 | 28
a21oi | 34 | 34
dfxtp | 76 | 76
o211ai | 18 | 18
edfxtp | 24 | 24
clkbuf | 27 | 10
nand2 | 63 | 63
Power figures rest on the tool's default switching activity, not on a simulated workload.
