## design/flow/run.sh

```bash
#!/bin/bash
# OpenROAD 26Q1-2900-gdf79404cd8, Yosys 0.63+post, stock flow scripts
make -C /OpenROAD-flow-scripts/flow DESIGN_CONFIG=/design/flow/config.mk WORK_HOME=/design/flow/orfs finish
```

## design/flow/config.mk

```make
export PLATFORM = sky130hd
export DESIGN_NAME = LASER
export DESIGN_NICKNAME = LASER
export VERILOG_FILES = /design/flow/design.v
export SDC_FILE = /design/flow/constraint.sdc
export NUM_CORES = 4
export LEC_CHECK = 1
export CORE_UTILIZATION = 50
```

## design/flow/constraint.sdc

```tcl
current_design LASER

set clk_period 19.5
set clk_io_pct 0.2

create_clock -name clk0 -period $clk_period [get_ports {CLK}]

set non_clock_inputs [all_inputs -no_clocks]
set_input_delay [expr $clk_period * $clk_io_pct] -clock clk0 $non_clock_inputs
set_output_delay [expr $clk_period * $clk_io_pct] -clock clk0 [all_outputs]
```

## design/flow/design.v

```verilog
module LASER (
    input            CLK,
    input            RST,
    input      [3:0] X,
    input      [3:0] Y,
    output reg [3:0] C1X,
    output reg [3:0] C1Y,
    output reg [3:0] C2X,
    output reg [3:0] C2Y,
    output           DONE
);
    parameter READ      = 3'd0;    
    parameter CIRCLE1   = 3'd1;    
    parameter ASSIGN1   = 3'd2;    
    parameter CIRCLE2   = 3'd3;    
    parameter ASSIGN2   = 3'd4;    
    parameter FINISH    = 3'd5;    
    wire signed [8:0] distance_temp_1;  
    wire signed [8:0] distance_temp_2;  
    wire signed [8:0] distance1_1;      
    wire signed [8:0] distance2_1;      
    wire signed [8:0] distance1_2;      
    wire signed [8:0] distance2_2;      
    reg  [2:0] cur_state;
    reg  [2:0] nxt_state;
    reg  [3:0] temp_X;
    reg  [3:0] temp_Y;
    reg  [9:0] prev_max_points;   
    reg  [9:0] prev_max_points1;  
    reg  [9:0] prev_max_points2;  
    reg  [9:0] count_points;      
    reg  [9:0] count_points1;     
    reg  [9:0] count_points2;     
    reg  [9:0] max_points;        
    reg  [3:0] store_X [39:0];    
    reg  [3:0] store_Y [39:0];    
    reg  [5:0] counter_rd;        
    reg  [2:0] counter;
    always @(*) begin
        case (cur_state)
            READ: begin
                if(counter_rd == 6'd39)
                    nxt_state = CIRCLE1;
                else
                    nxt_state = READ;
            end
            CIRCLE1: begin
                if(temp_X == 4'd15 && temp_Y == 4'd15 && counter_rd == 6'd40)
                    nxt_state = ASSIGN1;
                else
                    nxt_state = CIRCLE1;
            end
            ASSIGN1:
                if(counter_rd == 6'd1) begin
                    if(DONE)
                    nxt_state = READ;
                    else
                        nxt_state = CIRCLE2;
                end
                else
                    nxt_state = ASSIGN1;
            CIRCLE2: begin
                if(temp_X == 4'd15 && temp_Y == 4'd15 && counter_rd == 6'd40)
                    nxt_state = ASSIGN2;
                else
                    nxt_state = CIRCLE2;
            end
            ASSIGN2:
                if(counter_rd == 6'd1) begin
                    if(DONE)
                    nxt_state = READ;
                    else
                        nxt_state = CIRCLE1;
                end
                else
                    nxt_state = ASSIGN2;
            default: 
                nxt_state = READ;
        endcase
    end
    always @(posedge CLK) begin
        if(RST)
            cur_state <= READ;
        else
            cur_state <= nxt_state;
    end
    always @(posedge CLK) begin
        if(RST)
            counter_rd <= 6'd0;
        else if(cur_state == ASSIGN1 || cur_state == ASSIGN2) begin
            if(counter_rd == 6'd1)
                counter_rd <= 6'd0;
            else
                counter_rd <= counter_rd + 6'd1;
        end
        else if(cur_state == READ) begin
            if(counter_rd == 6'd39)
                counter_rd <= 6'd0;
            else if(~DONE)
                counter_rd <= counter_rd + 6'd1;
        end
        else begin
            if(counter_rd == 6'd40)
                counter_rd <= 6'd0;
            else if(~DONE)
                counter_rd <= counter_rd + 6'd2;
        end
    end
    integer idx;
    always @(posedge CLK) begin
        if(RST) begin
            for(idx=0; idx<40; idx=idx+1)
                store_X[idx] <= 4'd0;
        end
        else if(cur_state == READ)
            store_X[counter_rd] <= X;
    end
    always @(posedge CLK) begin
        if(RST) begin
            for(idx=0; idx<40; idx=idx+1)
                store_Y[idx] <= 4'd0;
        end
        else if(cur_state == READ)
            store_Y[counter_rd] <= Y;
    end
    always @(posedge CLK) begin
        if(RST) begin
            temp_X <= 4'd0;
            temp_Y <= 4'd0;
        end
        else if(cur_state == CIRCLE1 || cur_state == CIRCLE2) begin
            if(counter_rd == 6'd40) begin
                if(temp_X == 4'd15) begin
                    temp_X <= 4'd0;
                    temp_Y <= temp_Y + 4'd1;
                end
                else
                    temp_X <= temp_X + 4'd1;
            end
            else begin
                temp_X <= temp_X;
                temp_Y <= temp_Y; 
            end
        end
        else if(cur_state == ASSIGN1 || cur_state == ASSIGN2) begin
            temp_X <= 4'd0;
            temp_Y <= 4'd0;
        end
        else if(DONE) begin
            temp_X <= 4'd0;
            temp_Y <= 4'd0;
        end   
    end
    always @(posedge CLK) begin
        if(RST) begin
            C1X <= 4'd0;
            C1Y <= 4'd0;
        end
        else if(cur_state == CIRCLE1) begin
            if(count_points >= max_points) begin
                C1X <= temp_X;
                C1Y <= temp_Y;
            end
        end
        else if(cur_state == READ) begin
            C1X <= 4'd0;
            C1Y <= 4'd0;
        end
    end
    always @(posedge CLK) begin
        if(RST) begin
            C2X <= 4'd0;
            C2Y <= 4'd0;
        end
        else if(cur_state == CIRCLE2) begin
            if(count_points >= max_points) begin
                C2X <= temp_X;
                C2Y <= temp_Y;
            end
        end
        else if(cur_state == READ) begin
            C2X <= 4'd0;
            C2Y <= 4'd0;
        end
    end
    always @(posedge CLK) begin
        if(RST)
            prev_max_points <= 10'd0;
        else if((cur_state == ASSIGN1 || cur_state == ASSIGN2) && counter_rd == 6'd0)
            prev_max_points <= max_points;
        else if(cur_state == READ)
            prev_max_points <= 10'd0;
    end
    assign distance_temp_1 = (temp_X-store_X[counter_rd])*(temp_X-store_X[counter_rd]) + (temp_Y-store_Y[counter_rd])*(temp_Y-store_Y[counter_rd]);
    assign distance_temp_2 = (temp_X-store_X[counter_rd + 6'd1])*(temp_X-store_X[counter_rd + 6'd1]) + (temp_Y-store_Y[counter_rd + 6'd1])*(temp_Y-store_Y[counter_rd + 6'd1]);
    assign distance1_1 = (C1X-store_X[counter_rd])*(C1X-store_X[counter_rd]) + (C1Y-store_Y[counter_rd])*(C1Y-store_Y[counter_rd]);
    assign distance2_1 = (C2X-store_X[counter_rd])*(C2X-store_X[counter_rd]) + (C2Y-store_Y[counter_rd])*(C2Y-store_Y[counter_rd]);
    assign distance1_2 = (C1X-store_X[counter_rd + 6'd1])*(C1X-store_X[counter_rd + 6'd1]) + (C1Y-store_Y[counter_rd + 6'd1])*(C1Y-store_Y[counter_rd + 6'd1]);
    assign distance2_2 = (C2X-store_X[counter_rd + 6'd1])*(C2X-store_X[counter_rd + 6'd1]) + (C2Y-store_Y[counter_rd + 6'd1])*(C2Y-store_Y[counter_rd + 6'd1]);
    always @(posedge CLK) begin
        if(RST)
            count_points <= 10'd0;
        else if(cur_state == CIRCLE1) begin
            if(counter_rd == 6'd40)
                count_points <= 10'd0;
            else if((distance_temp_1 <= 9'd16 && distance2_2 <= 9'd16) || (distance_temp_2 <= 9'd16 && distance2_1 <= 9'd16) ||
                    (distance_temp_1 <= 9'd16 && distance_temp_2 <= 9'd16) || (distance2_1 <= 9'd16 && distance2_2 <= 9'd16))
                count_points <= count_points + 10'd2;
            else if(distance_temp_1 > 9'd16 && distance_temp_2 > 9'd16 && distance2_1 > 9'd16 && distance2_2 > 9'd16)
                count_points <= count_points;
            else
                count_points <= count_points + 10'd1;
        end
        else if(cur_state == CIRCLE2) begin
            if(counter_rd == 6'd40)
                count_points <= 10'd0;
            else if((distance_temp_1 <= 9'd16 && distance1_2 <= 9'd16) || (distance_temp_2 <= 9'd16 && distance1_1 <= 9'd16) ||
                    (distance_temp_1 <= 9'd16 && distance_temp_2 <= 9'd16) || (distance1_1 <= 9'd16 && distance1_2 <= 9'd16))
                count_points <= count_points + 10'd2;
            else if(distance_temp_1 > 9'd16 && distance_temp_2 > 9'd16 && distance1_1 > 9'd16 && distance1_2 > 9'd16)
                count_points <= count_points;
            else
                count_points <= count_points + 10'd1;
        end
        else
            count_points <= 10'd0;                            
    end
    always @(posedge CLK) begin
        if(RST)
            max_points <= 10'd0;
        else if(DONE)
            max_points <= 10'd0;
        else begin
            if(count_points > max_points)
                max_points <= count_points;
        end
    end
    always @(posedge CLK) begin
        if(RST)
            counter <= 3'd0;
        else if((cur_state == ASSIGN1 || cur_state == ASSIGN2) && counter_rd == 6'd0) begin
            if(max_points == prev_max_points)
                counter <= counter + 3'd1;
            else
                counter <= 3'd0;
        end
        else if(cur_state == READ)
            counter <= 3'd0;
    end
    assign DONE = (counter == 3'd3)? 1'd1 : 1'd0;
endmodule
```

==> qor.json <==
{
  "route": {
    "drt_first_iter_violations": 1211,
    "drc": 0,
    "detailroute.via_count": 24332,
    "router_iterations_before_antenna_repair": 5,
    "wire_per_inst_um": 25.2,
    "wirelength_um": 103000,
    "drt_via_density": 5.94,
    "drtAntennaViolNets": 0
  },
  "final_timing": {
    "timing.final.crit_period_ps": 11290,
    "tightest_pin_transition_ps": 967,
    "tns_ps": 0,
    "report.final.slew_viol_count": 0,
    "finalHoldViolCount": 0,
    "final.period_utilization_pct": 57.9,
    "slew-limit-headroom_pct": 35.5,
    "fmax_mhz": 88.6,
    "number_of_endpoints_failing_setup_at_the_final_stage": 0,
    "worst_clock_skew_ps": 27.8,
    "grt_setup_unrepaired": "no"
  },
  "floorplan": {
    "design.die.area_um2": 80800,
    "core_area_um2": 78900,
    "pin_count": 27,
    "fp-utilization_pct": 50.5,
    "dieHeight_um": 284,
    "die_w_um": 284,
    "core.rowCount": 103
  },
  "setup_path": {
    "crit_arrival_ps": 11770,
    "timing.critical_path.slowest_stage_cell": "sky130_fd_sc_hd__ha_4",
    "required_ps": 19980,
    "crit_path_max_fanout": 94,
    "crit_path_frequent_cell": "sky130_fd_sc_hd__inv_1",
    "timing.critical_path.slowest_cell_delay_ps": 720,
    "crit_path_kind": "flip-flop to flip-flop",
    "start_kind": "flip-flop",
    "critPathCaptureType": "flip-flop"
  },
  "logic_synthesis": {
    "synth_cells": 2958,
    "most_common_cell": "sky130_fd_sc_hd__edfxtp_1",
    "synth_cell_types": 79,
    "syn_avg_cell_area_um2": 13.5,
    "async_flop_share_pct": 0,
    "count_of_library_flops_with_an_enable_pin": 512,
    "ys_chip_area_um2": 39800,
    "common_cells": "sky130_fd_sc_hd__edfxtp_1, sky130_fd_sc_hd__and2_1, sky130_fd_sc_hd__mux4_2, sky130_fd_sc_hd__inv_1, sky130_fd_sc_hd__fa_1",
    "synth_flop_count": 586,
    "top_area_cell": "sky130_fd_sc_hd__edfxtp_1",
    "synth.yosys.num_cells": 2958,
    "synth.top_cells.by_area": "sky130_fd_sc_hd__edfxtp_1, sky130_fd_sc_hd__mux4_2, sky130_fd_sc_hd__fa_1, sky130_fd_sc_hd__ha_1, sky130_fd_sc_hd__and2_1",
    "post-synth-top-area-fraction_pct": 38.6,
    "warnings_synthesis": 1,
    "synthesis.area_um2": 39800,
    "ys_seq_share_pct": 42.3,
    "yosys_most_used_dff": "sky130_fd_sc_hd__edfxtp_1"
  },
  "clock_network": {
    "tritoncts_clock_tree": "yes",
    "cts_setup_buffers": 0,
    "cts_repair_resize_count": 0,
    "cts_max_path_buffers": 3,
    "clock.latency.late_pin_ps": 650,
    "cts_num_sinks": 586,
    "numCtsBuffers": 61,
    "cts.clk_slew.worst_paths_ps": 60,
    "level_count_of_the_clock_h_tree": 2,
    "ctsHoldBuffers": 0,
    "cts.root.buffer_cell": "sky130_fd_sc_hd__clkbuf_16"
  },
  "grt": {
    "grt_antenna_before_repair": 3,
    "maximum_number_of_pins_on_one_net_before_global_route_repair": 95,
    "global_route_usage_over_all_layers_pct": 29.1,
    "grt_pass1_vias": 26225,
    "grt_first_pass_wirelength_um": 160000,
    "sum_of_overflow_across_all_layers_after_global_routing": 0
  },
  "flow_run": {
    "log.warning_count": 36,
    "max-cap-violations": 0
  },
  "hold_path": {
    "min-delay-path-class": "flip-flop to flip-flop"
  },
  "final_layout": {
    "fraction_of_final_layout_cells_sized_beyond_drive_strength_1_pct": 18.7,
    "stdcell_count": 4098,
    "area_delta_synth_final_pct": 9.87,
    "fill_cells": 6224
  },
  "placed_design": {
    "dp_hpwl_um": 73600,
    "dp.cells": 3982,
    "io_buffers": 26,
    "place_congestion": 0.983
  },
  "run_status": {
    "status": "complete, no violations"
  }
}
-- registers in the layout, summed over array words and instances, names as in the netlist, 5 cells and up, named ones only --
name,count
store_X,256
store_Y,256
count_points,10
max_points,10
prev_max_points,10
counter_rd,6
cur_state,5
-- worst max-delay path, delay by kind of cell, from the launching register on --
kind | cells | cell delay, ps
adder cells (fa/ha/maj) | 8 | 3760
buffers and inverters | 7 | 1120
AND/OR/NAND/NOR | 6 | 1420
flip-flops | 1 | 640
XOR/XNOR | 1 | 330
multiplexers | 3 | 1650
AND-OR/OR-AND | 7 | 2070
-- cell type report --
class,instances,area (um2),area share [%]
tap,1050,1310,3.00
sequential,586,16900,38.6
inverter,315,1180,2.70
timing repair buffer,116,928,2.12
multi-input combinational,1915,21300,48.6
clock inverter,36,534,1.22
clock buffer,78,1640,3.74
antenna,2,5.00,0.0114
-- through the flow --
stage	hold WS [ps]	utilization (%)	setup slack (ps)	cell area [um2]
5_1_grt	522	55.5	7590	43700
4_1_cts	510	55.5	8200	43700
6_report	508	55.5	8210	43800
3_3_place_gp	466	52.7	8370	41600
3_5_place_dp	491	52.7	8220	41600
2_1_floorplan	449	-	7930	39800
-- path summary, 6_finish.rpt --
path	start	endpoint	slack (ps)	cells past startpoint
max	counter_rd[0]	count_points[6]	8210	32
min	max_points[3]	max_points[3]	510	2
max reg2reg	counter_rd[0]	count_points[6]	8210	32
min reg2reg	max_points[3]	max_points[3]	510	2
-- routing by layer --
layer / global-route usage [%] / wire length, um
met1: 39.1 / 36400
met2: 43.6 / 49500
met3: 16.2 / 13200
met4: 8.23 / 3950
met5: 0 / 8
-- cell families (layout without fill, tap and decap cells) --
group,count (synthesis),in the layout,synth area share (%)
compound gates,252,252,4.33
simple gates,804,804,10.8
flops,586,586,42.3
mux,350,350,19.4
fa+ha+maj,389,389,16.0
other cells,0,2,0
buf+inv,457,545,4.31
xor+xnor,120,120,2.85
-- cell usage in the layout (no fill, tap or decap), types with 6 or more instances in the layout --
cell	count
sky130_fd_sc_hd__clkdlybuf4s50_1	17
sky130_fd_sc_hd__clkbuf_1	10
sky130_fd_sc_hd__nor2_1	190
sky130_fd_sc_hd__clkbuf_16	62
sky130_fd_sc_hd__nand3_1	27
sky130_fd_sc_hd__mux4_2	336
sky130_fd_sc_hd__nand2b_1	21
sky130_fd_sc_hd__or2_2	15
sky130_fd_sc_hd__clkinv_2	13
sky130_fd_sc_hd__a21o_1	19
sky130_fd_sc_hd__a311oi_1	6
sky130_fd_sc_hd__edfxtp_1	512
sky130_fd_sc_hd__nand3b_1	11
sky130_fd_sc_hd__xnor3_1	6
sky130_fd_sc_hd__a21oi_1	56
sky130_fd_sc_hd__nor3b_1	17
sky130_fd_sc_hd__o21ai_0	61
sky130_fd_sc_hd__mux2i_1	13
sky130_fd_sc_hd__nor2b_1	30
sky130_fd_sc_hd__fa_1	200
sky130_fd_sc_hd__a22oi_1	6
sky130_fd_sc_hd__and2_1	337
sky130_fd_sc_hd__buf_4	87
sky130_fd_sc_hd__bufinv_16	13
sky130_fd_sc_hd__nand2_1	103
sky130_fd_sc_hd__xnor2_1	72
sky130_fd_sc_hd__a211oi_1	26
sky130_fd_sc_hd__a22o_1	16
sky130_fd_sc_hd__clkinv_1	6
sky130_fd_sc_hd__nor3_1	20
sky130_fd_sc_hd__ha_1	188
sky130_fd_sc_hd__xor2_1	40
sky130_fd_sc_hd__dfxtp_1	70
sky130_fd_sc_hd__nand4_1	7
sky130_fd_sc_hd__inv_1	313
sky130_fd_sc_hd__buf_2	9
sky130_fd_sc_hd__a211o_1	6
